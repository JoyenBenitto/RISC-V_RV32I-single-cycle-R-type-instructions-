[design/flow/run.sh]
#!/bin/bash
# OpenROAD 26Q1-2900-gdf79404cd8, Yosys 0.63+post, stock flow scripts
make -C /OpenROAD-flow-scripts/flow DESIGN_CONFIG=/design/flow/config.mk WORK_HOME=/design/flow/orfs finish
[design/flow/config.mk]
export PLATFORM = sky130hd
export DESIGN_NAME = decoder
export DESIGN_NICKNAME = decoder
export VERILOG_FILES = /design/flow/design.v
export SDC_FILE = /design/flow/constraint.sdc
export NUM_CORES = 4
export LEC_CHECK = 1
export CORE_AREA = 10 10 70 70
export DIE_AREA = 0 0 80 80
[design/flow/constraint.sdc]
current_design decoder

set clk_period 3.8
set clk_io_pct 0.2

create_clock -name clk0 -period $clk_period

set non_clock_inputs [all_inputs -no_clocks]
set_input_delay [expr $clk_period * $clk_io_pct] -clock clk0 $non_clock_inputs
set_output_delay [expr $clk_period * $clk_io_pct] -clock clk0 [all_outputs]
[design/flow/design.v]
module decoder(instruction,out);     
input logic [31:0]instruction;
output logic [31:0]out;
always_comb
begin
	 case(instruction[6:0])
		7'b0110011: begin
						out[4:0]   =   instruction[19:15];       
						out[9:5]   =   instruction[24:20];		  
						out[14:10] =   instruction[11:7];		  
						out[17:15] =   instruction[14:12];       
						out[23:16] =   instruction[31:25];       
						out[31:24] = 7'bz;
			 			end
		7'b0010011: begin
						out[4:0]   =   instruction[19:15];       
						out[17:5]  =   instruction[31:20];       
						out[23:18] =   instruction[11:7];		  
						out[26:24] =   instruction[14:12];       
						out[31:27] = 7'bz;
						end
      default:begin
						out[31:0]=32'h0;
				  end
		endcase
end
endmodule 
==> out/metrics.csv <==
metric,value,unit
DP HPWL,1.95,mm
OpenROAD warning count,32,
post-route setup TNS,0,ns
post-DR wirelength/cell,13.1,µm
number of antenna violations at the first check in global routing,0,
Chip Height,80,µm
n_diodes,0,
growth of design area from synthesis to finish,103,%
clock buffer instance count of the final layout,0,
setup fix buffers added after clock tree synthesis,0,
final weighted congestion of routability-driven global placement,0.682,
Largest type area fraction,36.4,%
wire length of the first global-routing pass,3.36,mm
worst path arrival time,2.61,ns
CP required,3.04,ns
number of max-capacitance violations reported,0,
RSZ-0062 raised after global routing,no,
vias in the first global route,658,
post-synthesis area per instance,8.10,µm²
endpoint class of the critical path,output pin,
Rel. slew slack,50.3,%
power density cells,60.9,mW/mm²
"top cells, area","sky130_fd_sc_hd__nor3_2, sky130_fd_sc_hd__mux2i_1, sky130_fd_sc_hd__buf_4, sky130_fd_sc_hd__inv_1, sky130_fd_sc_hd__buf_6",
aggregate routed wire length,2.20,mm
part of the cycle the worst path needs,88.8,%
leakage power of the design,0.422,nW
die width,80,µm
number of I/O port buffers,58,
total cell area reported by yosys after synthesis,551,µm²
buffer-and-inverter tally for the worst setup path,3,
most instantiated logic cells after routing,"sky130_fd_sc_hd__clkdlybuf4s50_1, sky130_fd_sc_hd__nor3_2, sky130_fd_sc_hd__inv_1, sky130_fd_sc_hd__mux2i_1, sky130_fd_sc_hd__conb_1",
count of hold-fix buffers inserted at cts,0,
cell with the biggest individual delay on the critical path,sky130_fd_sc_hd__or2_1,
highest-count logic cell in the final layout,sky130_fd_sc_hd__clkdlybuf4s50_1,
Post-synth seq share,0,%
crit-path max FO,17,
share of post-route cells with drive strength above 1,20.5,%
cell-by-cell trace of the critical path,clkdlybuf4s50_1 -> or2_1 -> buf_4 -> nor3_2 -> clkdlybuf4s50_1,
post-synth top area cell,sky130_fd_sc_hd__nor3_2,
total global-route track usage,6.26,%
standard cell core area,0.00342,mm²
transition time at the pin with the least slew margin,0.745,ns
Max IR drop VDD,0.0307,mV
residual antenna-violating net count after detailed routing,0,
Yosys warnings,3,
residual DRC count,0,
number of flip-flops and latches,0,
count of mapped cells out of synthesis,68,
Initial Utilization,16.1,%
1st-iter DRT viols,25,
"logic depth of the worst path, buffers included",5,
final hold violation count,0,
timing-limited maximum frequency,296,MHz
distinct cell type count after synthesis,13,
CP most frequent cell,sky130_fd_sc_hd__clkdlybuf4s50_1,
Syn Std Cell Area,551,µm²
delay of the slowest cell on the worst path,0.50,ns
gr ovfl total,0,
sequential cell area,0,µm²
count of pins on the block boundary,64,
largest delay contributor family on the critical path,buffers and inverters,
DIE AREA,0.00640,mm²
pins over their slew limit,0,
run status,"complete, no violations",
largest net degree at the start of global routing,18,
vias after detailed routing,621,
Core Rows,21,
power consumption,68.2,µW
crit start category,input pin,
Final Critical Period,3.37,ns
count of final setup violators,0,
path type of the worst min-delay path,in -> out,
Crit Path Class,in -> out,
DR vias/cell,3.70,
hold slack final,2.41,ns
cell total in the yosys stat output,68,
Hold Path Depth,4,
number of instances resized during post-cts repair,0,
iteration count of the initial detailed-routing pass,4,
==> Yosys cell counts, drive strengths merged <==
cell type	n
nor3	23
buf	13
inv	13
mux2i	12
nor4	3
conb	1
nand2	1
nand4b	1
or2	1
==> cell families (layout without fill, tap and decap cells) <==
kind of cell | count (synthesis) | count (layout) | share of synthesized area (%)
mux | 12 | 12 | 21.8
other cells | 1 | 6 | 0.681
simple gates | 29 | 29 | 47.0
buf+inv | 26 | 75 | 30.5
==> routing by layer <==
metal / routed length, µm / global-route usage (%) / vias to the layer above
li1: - / - / 322
met1: 890 / 7.71 / 274
met2: 1170 / 11.4 / 25
met3: 146 / 1.36 / 0
met4: 0 / 0 / 0
met5: 0 / 0 / -
==> path summary, 6_finish.rpt <==
path,start,slack (ns),end
max,instruction[3],0.43,out[7]
min,instruction[20],2.41,out[5]
==> power by group <==
| part | total [mW] | switching (mW) | leakage (nW) | internal [mW] |
|---|---|---|---|---|
| Clock | 0 | 0 | 0 | 0 |
| Combinational | 0.0682 | 0.0263 | 0.422 | 0.0418 |
| Sequential | 0 | 0 | 0 | 0 |
==> metrics by stage <==
stage               utilization [%]  instance area (µm²)  setup WS, ns  instances
floorplan                         -                  569          1.67         73
global placement               32.7                 1120         0.423        168
detailed placement             32.7                 1120         0.409        168
CTS                            32.7                 1120         0.405        168
global route                   32.7                 1120         0.306        168
finish                         32.7                 1120         0.426        168
==> layout make-up <==
class,count,area (µm²)
fill,365,2300
tap,46,57.6
multi-input combinational,47,402
timing repair buffer,62,611
inverter,13,48.8
Power and IR drop assume default switching activity.
