==> flow/design.v <==
module ALU(ALU_sel, ALU_Out, reg1, reg2);
input logic  [3:0]ALU_sel;
input logic  [31:0]reg1;
input logic  [31:0]reg2;
output logic [31:0]ALU_Out;
always_comb
	begin
		case(ALU_sel[3:0])
			4'b0000:begin
							ALU_Out[31:0]= reg1[31:0] + reg2[31:0];
					  end
			4'b0001:begin
							ALU_Out[31:0]= reg1[31:0] - reg2[31:0];
					  end
			4'b0010:begin
							ALU_Out[31:0]= reg1[31:0] & reg2[31:0];
					  end
			4'b0011:begin
							ALU_Out[31:0]= reg1[31:0] | reg2[31:0];
					  end
			4'b0100:begin
							ALU_Out[31:0]= reg1[31:0] ^ reg2[31:0];
					  end
			default:begin
							ALU_Out[31:0]= 32'b0;
					  end
		endcase
	end
endmodule
==> flow/run.sh <==
#!/bin/bash
# OpenROAD 26Q1-2900-gdf79404cd8, Yosys 0.63+post, stock flow scripts
make -C /OpenROAD-flow-scripts/flow DESIGN_CONFIG=/design/flow/config.mk WORK_HOME=/design/flow/orfs finish
==> flow/config.mk <==
export PLATFORM = sky130hd
export DESIGN_NAME = ALU
export DESIGN_NICKNAME = ALU
export VERILOG_FILES = /design/flow/design.v
export SDC_FILE = /design/flow/constraint.sdc
export NUM_CORES = 4
export LEC_CHECK = 1
export CORE_UTILIZATION = 40
==> flow/constraint.sdc <==
current_design ALU

set clk_period 21.3
set clk_io_pct 0.2

create_clock -name clk0 -period $clk_period

set non_clock_inputs [all_inputs -no_clocks]
set_input_delay [expr $clk_period * $clk_io_pct] -clock clk0 $non_clock_inputs
set_output_delay [expr $clk_period * $clk_io_pct] -clock clk0 [all_outputs]
==> job_summary.md <==
## PnR job results

| Metric | Value |
|---|---|
| Fin. Hold Viols | `0` |
| Yosys stat area | `0.00401 sq mm` |
| Combinational share of power | `1.000` |
| Yosys warns | `1` |
| Tool Warnings | `65` |
| First-pass GRT wire length | `18.6 mm` |
| Psw | `0.0645 mW` |
| CP max FO | `25` |
| Leakage Power | `2.31 nW` |
| Cell type with the largest total area | `ha_1` |
| Total power | `0.127 mW` |
| Max Fclk | `0.0762 GHz` |
| Area after DPL | `0.00513 sq mm` |
| IO Pins | `100` |
| Final Max Tran Viols | `0` |
| Clock power share | `0` |
| Post-DP HPWL | `9.05 mm` |
| Mapped Area | `0.00401 sq mm` |
| Count leader, synth | `ha_1` |
| Layout cells sized above 1 | `0.0351` |
| Initial antenna violation count | `0` |
| Commonest cells post-synth | `96 x ha_1, 68 x inv_1, 47 x xnor2_1, 33 x nand2_1, 30 x a21oi_1` |
| Synth area leaders | `ha_1 30%, xnor2_1 10%, inv_1 6.4%` |
| Final WL | `11.3 mm` |
| I/O Buffers | `100` |
| Total grt overflow | `0` |
| Number of global-route vias before repair | `3,940` |
| Min cycle time layout | `13,130 ps` |
| Placed cells | `760` |
| Initial drt markers | `164` |
| Largest net degree at the start of global routing | `33` |
| Non-Filler Instances | `760` |
| Worst Setup Start Kind | `primary input` |
| Setup TNS | `0 ps` |
| HP Class | `in2out` |
| Internal power | `0.0621 mW` |
| # Cells Yosys | `546` |
| Finished Cell Area | `0.00513 sq mm` |
| Chip area | `0.0104 sq mm` |
| ANT nets after route | `0` |
| Tcrit/Tclk final | `0.617` |
| Row cnt | `36` |
| Peak supply drop | `9.12 uV` |
| WP data required | `17,040 ps` |
| Cts repair resizes | `0` |
| Pwr/cell area | `24.7 mW/mm^2` |
| DR pass1 iterations | `5` |
| Setup Buffers After CTS | `0` |
| Layout clock buffers | `0` |
| Max_slew headroom | `0.575` |
| Register area share after synthesis | `0` |
| CP Capture Type | `output port` |
| DRC viols | `0` |
| Inserted Diodes | `0` |
| Register area | `0 sq um` |
| Outcome | `finished, final reports clean` |
| Core ar. | `0.00973 sq mm` |
| All-layer global routing usage | `0.221` |
| Via count | `4,189` |
| Flop count | `0` |
| Switching share of power | `0.509` |
| Die width | `102 microns` |
| Worst-Margin Slew | `632 ps` |
| Synth top area share | `0.299` |
| RSZ-0062 raised after global routing | `false` |
| CP Data Arrival Time | `8870 ps` |
| Final setup vio count | `0` |
| Height of the die | `102 microns` |
| DR WL/cell | `14.9 microns` |
| Critical setup path kind | `in2out` |
| Init Core Util | `0.412` |
| Cells after synthesis | `546` |
| Sequential power share | `0` |
| Via/cell ratio | `5.51` |
| Placer Congestion | `0.890` |
| Post-Synthesis Mean Instance Area | `7.35 sq um` |
| Hold buffers post-CTS | `0` |
| Synth-to-Final Area Change | `27.8%` |
| Max-cap violations | `0` |
| Synth cell types | `60` |
power groups by stage:
stage                 Combinational [mW]  Clock, mW  Sequential (mW)
after CTS                          0.127          0                0
final                              0.127          0                0
after global routing               0.141          0                0
path summary, 6_finish.rpt:
check                 slack, ps  cells after the start        from          end
worst max-delay path       8170                     17  ALU_sel[3]  ALU_Out[24]
worst min-delay path       9670                      5     reg1[0]   ALU_Out[0]
layer usage:
metal  share of wire  GRT usage
met1            0.49      0.313
met2            0.47      0.389
met3           0.035    0.00695
met4          0.0045     0.0176
met5               0          0
layout by cell type, fill, tap and decap left out, drive strengths merged, types with 4 or more instances in the layout:
cell type,netlist,routed
clkdlybuf4s50,0,100
ha,96,96
inv,71,71
xnor2,47,47
nand2,33,33
o21ai,32,32
a21oi,30,30
nor2,29,29
a22oi,24,24
o221ai,24,24
a21o,15,15
xor2,11,11
o31ai,11,11
nand3,10,10
nand2b,7,7
and3,7,7
o211ai,6,6
a31oi,6,6
or3,6,6
a221oi,5,5
nand4,5,5
o21bai,5,5
buf,2,5
nor4,5,5
nor2b,4,4
and2,4,4
metrics by stage:
step | setup slack, ps | hold slack, ps | utilization
after detailed placement | 8210 | 9670 | 0.527
final | 8170 | 9670 | 0.527
after CTS | 8200 | 9680 | 0.527
after floorplan | 9650 | 8680 | -
after global routing | 7780 | 9750 | 0.527
after global placement | 8280 | 9660 | 0.527
cells by family (layout without fill, tap and decap cells):
logic type,after synthesis,count (layout),share of synthesized area
multiplexers,1,1,0.00249
AND/OR/NAND/NOR,118,118,0.160
adder cells (fa/ha/maj),97,97,0.304
buffers and inverters,95,176,0.0910
AND-OR/OR-AND,177,177,0.316
XOR/XNOR,58,58,0.127
worst max-delay path, stage by stage:
cell and delay (ps):
clkdlybuf4s50_1 470, nor3_1 570, nand2_1 110, buf_4 250
nand2_1 100, o21ai_0 140, fa_1 450, nand2b_1 200
a21oi_1 260, a31oi_1 150, and4b_1 210, o31ai_2 330
a41oi_1 250, o31ai_1 390, xnor2_1 120, o21ai_1 130
clkdlybuf4s50_1 470
layout make-up:
| cell class | instances | area (sq um) |
|---|---|---|
| Inverter | 71 | 267 |
| Tap cell | 133 | 166 |
| Multi-Input combinational cell | 451 | 3660 |
| Timing Repair Buffer | 105 | 1040 |
| Fill cell | 924 | 4600 |
Power is estimated from default activity; no workload was simulated.
